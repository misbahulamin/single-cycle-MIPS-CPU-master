**design/flow/config.mk**
```make
export PLATFORM = sky130hd
export DESIGN_NAME = MipsCPU
export DESIGN_NICKNAME = MipsCPU
export VERILOG_FILES = /design/flow/design.v
export SDC_FILE = /design/flow/constraint.sdc
export NUM_CORES = 4
export LEC_CHECK = 1
export CORE_AREA = 10 10 163 163
export DIE_AREA = 0 0 173 173
export SYNTH_HDL_FRONTEND = slang
export SYNTH_MEMORY_MAX_BITS = 65536
```
**design/flow/run.sh**
```bash
#!/bin/bash
# OpenROAD 26Q1-2900-gdf79404cd8, Yosys 0.63+post, stock flow scripts
make -C /OpenROAD-flow-scripts/flow DESIGN_CONFIG=/design/flow/config.mk WORK_HOME=/design/flow/orfs finish
```
**design/flow/design.v**
```verilog
module ALU (ALUCtl, A, B, ALUOut, Zero);
	input [3:0] ALUCtl;
	input [31:0] A,B;
	output reg [31:0] ALUOut;
	output Zero;
	assign Zero = (ALUOut == 0);
	always @(ALUCtl, A, B) begin
		case (ALUCtl)
			0: ALUOut <= A & B;
			1: ALUOut <= A | B;
			2: ALUOut <= A + B;
			6: ALUOut <= A - B;
			7: ALUOut <= A < B ? 1:0;
			12: ALUOut <= ~(A | B);
			default: ALUOut <= 0;
		endcase
	end
endmodule
module ALUControl (ALUOp, FuncCode, ALUCtl);
	input [1:0] ALUOp;
	input [5:0] FuncCode;
	output reg [3:0] ALUCtl;
	always @(ALUOp, FuncCode) begin
	if(ALUOp == 0)
		ALUCtl <= 2;     
	else if(ALUOp == 1)
		ALUCtl <= 6;		 
	else
		case(FuncCode)
			32: ALUCtl <= 2;  
			34: ALUCtl <= 6;  
			36: ALUCtl <= 0;  
			37: ALUCtl <= 1;  
			39: ALUCtl <= 12;  
			42: ALUCtl <= 7;  
			default: ALUCtl <= 15;  
		endcase
	end
endmodule
module Add_ALU(PCout, ShiftOut, Add_ALUOut);
	input [31:0] PCout;
	input [31:0] ShiftOut;
	output reg [31:0] Add_ALUOut;
	always @(*) begin
		Add_ALUOut <= PCout + ShiftOut;
	end
endmodule
module AndGate(Branch, Zero, AndGateOut);
	input Branch;
	input Zero;
	output reg AndGateOut;
	always @(*) begin
		AndGateOut <= Branch && Zero;
	end
endmodule
module DataMemory (clock, address, MemWrite, MemRead, WriteData, ReadData);
	input clock;
	input [6:0] address;
	input MemWrite, MemRead;
	input [31:0] WriteData; 
	output reg [31:0] ReadData;
	reg [31:0] Mem[0:127];  
	initial begin
		Mem[0] = 5;
		Mem[1] = 6;
		Mem[2] = 7;
	end
	always @ (posedge clock) begin
		if (MemWrite == 1)
			Mem[address[6:2]] <= WriteData;
	end
	always @(negedge clock) begin
		if (MemRead == 1)
			ReadData <= Mem[address[6:2]];
	end	
endmodule
module InstMem(clock, address, inst);
	input clock;
	input [31:0] address;
	output reg [31:0]	inst;
	reg [31:0] Mem [0:127];
	initial begin
		$readmemh("Instruction.txt", Mem, 0, 5);
	end
	always @( posedge clock) begin
		inst <= Mem[address[31:2]];
	end
endmodule
module MainControl(
	input [5:0] Opcode,
	output reg RegDst, RegWrite, ALUSrc,
	output reg MemtoReg, MemRead, MemWrite,
	output reg Branch,
	output reg [1:0] ALUOp);
	always @(*) begin
		case(Opcode)
			0: begin
				RegDst 		<= 1;
				ALUSrc 		<= 0;
				MemtoReg		<= 0;
				RegWrite		<= 1;
				MemRead		<= 0;
				MemWrite		<= 0;
				Branch		<= 0;
				ALUOp			<= 2'b10;;
			end
			35: begin
				RegDst 		<= 0;
				ALUSrc 		<= 1;
				MemtoReg		<= 1;
				RegWrite		<= 1;
				MemRead		<= 1;
				MemWrite		<= 0;
				Branch		<= 0;
				ALUOp			<= 2'b00;;
			end
			43: begin
				RegDst 		<= 0;
				ALUSrc 		<= 1;
				MemtoReg		<= 0;
				RegWrite		<= 0;
				MemRead		<= 0;
				MemWrite		<= 1;
				Branch		<= 0;
				ALUOp			<= 2'b00;
			end
			4: begin
				RegDst 		<= 0;
				ALUSrc 		<= 0;
				MemtoReg		<= 0;
				RegWrite		<= 0;
				MemRead		<= 0;
				MemWrite		<= 0;
				Branch		<= 1;
				ALUOp			<= 2'b01;
			end
		endcase
	end
endmodule
module MipsCPU(clock, reset, 
					PCin,PCout,
					inst,
					RegDst, RegWrite, ALUSrc, MemtoReg, MemRead, MemWrite, Branch,
					ALUOp,
					WriteReg,
					ReadData1, ReadData2,
					Extend32,
					ALU_B,
					ShiftOut,
					ALUCtl,
					Zero,
					ALUOut,
					Add_ALUOut,
					AndGateOut,
					ReadData,
					WriteData_Reg);
	input clock;
	input reset;
	output wire [31:0] PCin, PCout;
	PC pc_0(
		.clock(clock),
		.reset(reset),
		.PCin(PCin),
		.PCout(PCout)	
	);
	output wire [31:0] inst;
	InstMem instmem_0(
		.clock(clock),
		.address(PCin),
		.inst(inst)	
	);
	output wire RegDst, RegWrite, ALUSrc, MemtoReg, MemRead, MemWrite, Branch;
	output wire [1:0] ALUOp;
	MainControl main_control_0(
		.Opcode(inst[31:26]),
		.RegDst(RegDst),
		.RegWrite(RegWrite),
		.ALUSrc(ALUSrc),
		.MemtoReg(MemtoReg),
		.MemRead(MemRead),
		.MemWrite(MemWrite),
		.Branch(Branch),
		.ALUOp(ALUOp)	
	);
	output wire [4:0]  WriteReg;
	Mux1 mux1_0(
		.inst20_16(inst[20:16]),
		.inst15_11(inst[15:11]),
		.RegDst(RegDst),
		.WriteReg(WriteReg)	
	);
	output wire [31:0] ReadData1, ReadData2;
	RegFile regfile_0(
		.clock(clock),
		.ReadReg1(inst[25:21]),
		.ReadReg2(inst[20:16]),
		.RegWrite(RegWrite),
		.WriteReg(WriteReg),	
		.WriteData(WriteData_Reg),
		.ReadData1(ReadData1),
		.ReadData2(ReadData2)	
	);
	output wire [31:0] Extend32;
	SignExtend sign_extend_0(
		.inst15_0(inst[15:0]),
		.Extend32(Extend32)
	);
	output wire [31:0] ALU_B;
	Mux2 mux2_0(
		.ALUSrc(ALUSrc),
		.ReadData2(ReadData2),
		.Extend32(Extend32),
		.ALU_B(ALU_B)	
	);
	output wire [31:0] ShiftOut;
	ShiftLeft2 shift_left2_0(
		.ShiftIn(Extend32),
		.ShiftOut(ShiftOut)
	);
	output wire [3:0] ALUCtl;
	ALUControl alu_control_0(
		.ALUOp(ALUOp),
		.FuncCode(inst[5:0]),
		.ALUCtl(ALUCtl)	
	);
	output wire Zero;
	output wire [31:0] ALUOut;
	ALU alu_0(
		.A(ReadData1),
		.B(ALU_B),
		.ALUCtl(ALUCtl),
		.ALUOut(ALUOut),
		.Zero(Zero)
	);
	output wire [31:0] Add_ALUOut;
	Add_ALU add_alu_0(
		.PCout(PCout),
		.ShiftOut(ShiftOut),
		.Add_ALUOut(Add_ALUOut)	
	);
	output wire AndGateOut;
	AndGate and_gate_0(
		.Branch(Branch),
		.Zero(Zero),
		.AndGateOut(AndGateOut)
	);
	Mux4 mux4_0(
		.PCout(PCout),
		.Add_ALUOut(Add_ALUOut),
		.AndGateOut(AndGateOut),
		.PCin(PCin)
	);
	output wire [31:0] ReadData;
	DataMemory  data_memory_0(
		.clock(clock),
		.address(ALUOut),
		.MemWrite(MemWrite),
		.MemRead(MemRead),
		.WriteData(ReadData2),
		.ReadData(ReadData)
	);
	output wire[31:0] WriteData_Reg;
	Mux3 mu3_0(
	.ReadData(ReadData),
	.ALUOut(ALUOut),
	.WriteData_Reg(WriteData_Reg)
	);	
endmodule
module Mux1(inst20_16, inst15_11, RegDst, WriteReg);
	input [20:16] inst20_16;
	input [15:11] inst15_11;
	input RegDst;
	output reg [4:0] WriteReg;
	always @ (RegDst, inst20_16, inst15_11) begin
		case(RegDst) 
			0 : WriteReg <= inst20_16;
			1 : WriteReg <= inst15_11;
		endcase
	end
endmodule
module Mux2 (ALUSrc, ReadData2, Extend32, ALU_B);
	input ALUSrc;
	input [31:0] ReadData2,Extend32;	
	output reg [31:0] ALU_B;
	always @(ALUSrc, ReadData2, Extend32) begin
		case (ALUSrc)
			0: ALU_B <= ReadData2 ;
			1: ALU_B <= Extend32;
		endcase
	end
endmodule
module Mux3 (ReadData, ALUOut, MemtoReg, WriteData_Reg);
	input [31:0] ReadData, ALUOut;
	input MemtoReg;	
	output reg [31:0] WriteData_Reg;
	always @(*) begin
		case (MemtoReg)
			0: WriteData_Reg <= ALUOut ;
			1: WriteData_Reg <= ReadData;
		endcase
	end
endmodule
module Mux4 (PCout, Add_ALUOut, AndGateOut, PCin);
	input [31:0] PCout, Add_ALUOut;
	input AndGateOut;	
	output reg [31:0] PCin;
	initial begin
		PCin <= 0;
	end
	always @(*) begin
		case (AndGateOut)
			0: PCin <= PCout ;
			1: PCin <= Add_ALUOut;
		endcase
	end
endmodule
module PC(clock, reset, PCin, PCout);
	input clock, reset;
	input [31:0] PCin;
	output reg [31:0] PCout;
	always @(posedge clock) begin
		if (reset == 1) 
			PCout <= 0;
		else 
			PCout <= PCin + 4; 
	end
endmodule
module RegFile(clock, RegWrite, ReadReg1, ReadReg2, WriteReg, WriteData, ReadData1, ReadData2);
	input clock;
	input RegWrite;
	input [4:0] ReadReg1, ReadReg2, WriteReg;
	input [31:0] WriteData;
	output [31:0] ReadData1, ReadData2;
	reg [31:0] reg_mem [0:31];
	initial begin
		reg_mem[0] <= 0;
		reg_mem[1] <= 8;
		reg_mem[2] <= 20;
	end
	assign ReadData1 = reg_mem[ReadReg1];
	assign ReadData2 = reg_mem[ReadReg2];
	always @(posedge clock) begin
		if (RegWrite == 1)
			reg_mem[WriteReg] = WriteData;
	end	
endmodule
module ShiftLeft2 (ShiftIn, ShiftOut);
	input [31:0] ShiftIn;
	output reg [31:0] ShiftOut;
	always @(ShiftIn) begin
		ShiftOut = ShiftIn << 2;
	end 
endmodule
module SignExtend (inst15_0, Extend32);
	input [15:0] inst15_0;
	output reg [31:0] Extend32;
	always @(inst15_0) begin
		Extend32[31:0] <= inst15_0[15:0];
	end
endmodule
```
**design/flow/constraint.sdc**
```tcl
current_design MipsCPU

set clk_period 3.7
set clk_io_pct 0.2

create_clock -name clk0 -period $clk_period [get_ports {clock}]

set non_clock_inputs [all_inputs -no_clocks]
set_input_delay [expr $clk_period * $clk_io_pct] -clock clk0 $non_clock_inputs
set_output_delay [expr $clk_period * $clk_io_pct] -clock clk0 [all_outputs]
```
==> results.txt <==
Implementation results

As reported, the later end of the worst-skew pair has a clock insertion delay of 0.27 ns. Static timing analysis puts the maximum clock frequency at 443 MHz. The number of buffers inserted by port buffering is 91. The endpoint of the most critical register-to-register path is pc_0.PCout[30]$_SDFF_PP0_.

CTS reports a maximum clock tree buffer depth of 2. The worst register-to-register path depth is 5. The number of synthesized flops with an enable pin is 0. Before CTS, the worst setup slack after placement is 1.41 ns. The final tally of max-slew violations is 0. The detailed router reported a total wirelength of 9.87 mm. The post-synthesis register bit count is 30. The number of diodes is 0. The synthesis area per yosys is 4210 um2. The required time of the critical path is ~3.9 ns.

At the end of routability-driven placement, the weighted congestion stood at 0.809. The initial antenna violation count came to 0. The first detailed-routing pass took 4 iterations. After detailed routing, the number of vias per cell comes to 2.71. The aggregate global routing overflow is 0. The timing report gives the clock slew at the launch and capture registers of the worst setup and hold paths as 0.05 ns.

Yosys stat counts about 540 cells in the synthesized netlist. The standard-cell row count is ~55. Sequential cells were found to cover around 14% of the synthesized design area. The sum of negative setup slack is 0 ns. Per the run summary, max-cap violations total 0. The highest-count logic cell in the final layout is conb_1.

The tally of yosys warning messages is 1. The combined global-route utilization of all metal layers is 5.75%. The startpoint of the worst hold path is pc_0.PCout[25]$_SDFF_PP0_. Looking at the clock tree report, the root buffer type is clkbuf_16. The number of placed instances, taps included, is 874. The arrival time of the worst setup path is roughly 2.4 ns.

The type of the worst min-delay path is reg -> reg. In the final routed layout, each cell accounts on average for 11.2 um. The critical path startpoint category is a flip-flop. The vertical die size is roughly 170 um. The final-report hold violation count is 0.

The post-detailed-route count of antenna-violating nets is 0. Excluding fillers, the count of instances in the completed layout stands at between 800 and 900. After layout, the setup clock skew is reported as 0.00248 ns.

The area growth from synthesis to layout is -5.34%. The critical path in the final layout is reported with a setup slack of 1.44 ns. The share of post-route cells with drive strength above 1 is 2.99%. The timing report gives the worst reg2reg path a setup slack of about 1.4 ns. Of the available clock period, the critical path in the final layout requires 61.1%. The synthesized design spends more area on one cell type than any other, namely buf_4. The registers reported with the highest flop counts are pc_0.PCout x30. The number of clock buffers added by TritonCTS is 5.

Looking at the clock tree report, the H-tree level count equals 2. The clock drives 30 sinks. The run finished with clean final reports. The total vias in the final route is 2386. The fraction of registers with async set or reset after synthesis is 0%. The quantity of gates resized following cts is 0.

The gate count after technology mapping is 539. Ranking logic cells in the layout by count gives the top entries conb_1, clkdlybuf4s50_1, dfxtp_1. The cell area that synthesis handed to floorplanning was 4210 um2. The total DRC errors in the routed layout is 0. The depth of the worst hold-timing path is 2.

The total core area is 22800 um2. More flip-flops sit in one register than any other, and that register is pc_0.PCout. By startpoint and endpoint, the worst setup path is classified as reg -> reg. The I/O pin total is 406. STA classifies the critical path endpoint as a flip-flop. The worst-case max-slew headroom was logged as 47.1%. Setup repair after global routing left no endpoint under its margin. The pin closest to its max-slew limit shows a slew of 0.793 ns. The number of global-route vias before repair came to 2630.

The area share of the largest cell type after synthesis is 66.6%. The leakage power of the design is 1.80 nW. In the final report, the number of endpoints failing setup comes to 0. The highest supply drop recorded on VDD is 0.000153 V. The cts-stage hold buffer count is 0. The fraction of the core area occupied by cells at floorplan is approximately 18%. The largest fanout of any net on the critical path is 16. Across all stage logs, warnings added up to 25. The post-route minimum period is between 2 and 2.5 ns. Ranked by total cell area, the synthesized netlist is headed by buf_4, dfxtp_1, a21oi_1. The gate-level netlist out of Yosys references 31 unique cell types. The flip-flop cell with the highest count after synthesis is dfxtp_1. The flip-flop count of the largest register after layout is 30.

The horizontal extent of the die is 173 um. Hold analysis lists the worst path endpoint as pc_0.PCout[25]$_SDFF_PP0_. The first global-routing pass estimated 14.5 mm of wire. After legalization and detailed placement, the total HPWL measured 8.78 mm. The launch point of the worst register-to-register path is recorded as pc_0.PCout[2]$_SDFF_PP0_.

The DRC marker count from the first detailed-route iteration is 133. The TritonCTS clock tree is done. Power spread over the standard cell area amounts to 197 nW/um2. Once the clock tree was built, the setup fixing pass inserted 0 buffers. Dividing the synthesized area by the synthesized cell count gives 7.82 um2.

The pin count of the biggest net entering global routing is 22. The full die area is about 30000 um2. The tightest hold path in the finished design has a slack of 0.525 ns.
cell usage after synthesis (2+ instances only):
cell,n
o21ai_0,7
nor3_1,4
nor2_1,15
or4_1,8
o31ai_1,8
xor2_1,2
dfxtp_1,30
nand2_1,12
conb_1,2
and4_1,3
a21oi_1,15
clkbuf_1,5
xnor2_1,8
mux2_2,3
nand4_1,5
nor2b_1,4
and3_1,3
inv_1,3
nor4_1,3
or3_1,3
buf_4,374
or3_2,4
buf_6,2
nand3_1,9
power breakdown:
group	internal [mW]	switching (mW)	leakage [nW]
combinational	0.0172	0.0350	1.48
sequential	0.326	0.00525	0.242
clock	0.266	0.136	0.0739
cells by family after synthesis:
| family | after synthesis | share of synthesized area (%) |
|---|---|---|
| XOR/XNOR | 10 | 2.08 |
| adder cells (fa/ha/maj) | 1 | 0.297 |
| other | 2 | 0.178 |
| buffers and inverters | 385 | 68.0 |
| AND-OR/OR-AND | 30 | 4.04 |
| AND/OR/NAND/NOR | 78 | 10.4 |
| multiplexers | 3 | 0.802 |
| flip-flops | 30 | 14.3 |
critical path: stages (launching register included):
cell	delay [ns]
dfxtp_1	0.46
ha_1	0.28
nand4_1	0.23
or4_4	0.57
or4_1	0.49
a21oi_1	0.16
how the worst max path moves through the flow:
stage | startpoint | slack (ns) | to
final | pc_0.PCout[2]$_SDFF_PP0_ | 1.44 | pc_0.PCout[30]$_SDFF_PP0_
after global routing | pc_0.PCout[2]$_SDFF_PP0_ | 1.20 | pc_0.PCout[30]$_SDFF_PP0_
after CTS | pc_0.PCout[2]$_SDFF_PP0_ | 1.39 | pc_0.PCout[30]$_SDFF_PP0_
stage by stage:
stage	util [%]	instance area, um2	total power [mW]
2_1_floorplan	-	5390	0.587
3_3_place_gp	16.8	3840	0.403
3_5_place_dp	16.8	3840	0.400
4_1_cts	17.5	3990	0.810
5_1_grt	17.5	3990	0.839
6_report	17.5	3990	0.786
layout make-up:
cell class | count | area (um2)
multi-input cells | 436 | 1920
clock inverters | 1 | 5.00
clock buffers | 7 | 143
repair buffers | 92 | 918
inverters | 3 | 11.3
fillers | 2563 | 18900
flip-flops and latches | 30 | 601
well taps | 313 | 392
metal layers:
metal	track usage [%]	up-vias	part of all wire (%)
li1	-	1092	-
met1	6.09	1084	36
met2	10.5	204	52
met3	2.74	6	11
met4	0.359	0	0.43
met5	0	-	0
Power and IR drop assume default switching activity.
